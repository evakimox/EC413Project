==> ./design.v <==
module nbit_register_file(write_data, 
                          read_data_1, read_data_2, 
                          read_sel_1, read_sel_2, 
                          write_address, RegWrite, clk);
    parameter data_width = 32;
    parameter select_width = 5; 
    input                                       clk, RegWrite;
    input           [data_width-1:0]            write_data;
    input           [4:0]                       read_sel_1, read_sel_2, write_address;
    output		     [data_width-1:0]            read_data_1, read_data_2;
    reg             [data_width-1:0]            register_file [0:data_width-1];
    integer i;
    initial begin
        for (i = 0; i < 32; i = i + 1) begin 
            register_file[i] = 32'd0;
        end     
    end
	 assign		read_data_1 = register_file[read_sel_1];
	 assign		read_data_2 = register_file[read_sel_2];
    always @ (posedge clk) begin
        if (RegWrite) 
            register_file[write_address] <= write_data;
    end
endmodule
==> ./run.sh <==
#!/bin/bash
# OpenROAD 26Q1-2900-gdf79404cd8, Yosys 0.63+post, stock flow scripts
make -C /OpenROAD-flow-scripts/flow DESIGN_CONFIG=/design/flow/config.mk WORK_HOME=/design/flow/orfs finish
==> ./config.mk <==
export PLATFORM = sky130hd
export DESIGN_NAME = nbit_register_file
export DESIGN_NICKNAME = nbit_register_file
export VERILOG_FILES = /design/flow/design.v
export SDC_FILE = /design/flow/constraint.sdc
export NUM_CORES = 4
export LEC_CHECK = 1
export CORE_UTILIZATION = 50
==> ./constraint.sdc <==
current_design nbit_register_file

set clk_period 5.1
set clk_io_pct 0.2

create_clock -name clk0 -period $clk_period [get_ports {clk}]

set non_clock_inputs [all_inputs -no_clocks]
set_input_delay [expr $clk_period * $clk_io_pct] -clock clk0 $non_clock_inputs
set_output_delay [expr $clk_period * $clk_io_pct] -clock clk0 [all_outputs]
==> impl_metrics.toml <==
# implementation run metrics
[pwr]
intPower_uw = 14500
power.total_uw = 18800
seqPwrFrac = 0.499
p_sw_frac = 0.231
p_per_area_nw_per_um2 = 337
p_switching_uw = 4360
vdd_drop_max_mv = 0.271
leakagePower_uw = 0.0207
combPwrFrac = 0.097
clockPowerShare = 0.404

[clock_tree]
cts_buffer_depth = 3
cts_made_buffers = 107
clock-sinks = 1024
clk_pin_slew_ns = 0.06
htree_levels = 3
cts_root_buf = "clkbuf_16"
cts_tree = "done"
cts_hold_buf = 0
post_cts_buffers = 0
post_cts_resized = 0

[final_timing]
drv_slew = 0
rsz0062_at_grt = "no"
period_used_share = 0.939
layout_min_cycle_time_ns = 4.79
final.setup.tns_ns = 0
setup_violations = 0
hold_violations = 0
slew-limit-headroom = 0.303
tightest_slew_ns = 1.04
fmax_mhz = 209

[route]
vias_per_cell = 6.42
wirelength_mm = 154
wl_per_cell_um = 31.4
route.detailed.drc = 0
ant_nets = 0
first_pass_iters = 5
antenna_cells = 0
drt-initial-drc-count = 2181
vias = 31480

[min_path]
hold_depth = 2
holdPathEnd = "register_file[31][21]$_DFFE_PP_"
hold_start = "write_data[21]"
min_path_type = "primary input to register"

[die]
die_area_um2 = 98800
die-width_um = 314
row_count = 114
io_pins = 113
initCoreUtil = 0.505
die_height_um = 314
design.core.area_um2 = 96700

[yosys]
top_cells_by_area = "edfxtp_1 (63%), mux2i_1 (21%), a22oi_1 (3.0%)"
ys.warnings.count = 1
top_area_frac = 0.630
ys_cells = 3386
syn_area_um2 = 48800
avgSynthCellArea_um2 = 14.4
ys_seq_share = 0.630
ys_ff = 1024
top_area_cell = "edfxtp_1"
synth_chip_area_um2 = 48800
ys_types = 23
synth_cells = 3386

[grt]
antenna_found_initial = 3
grt_pass1_vias = 33193
grt_use_total = 0.343
grt_pass1_wl_mm = 222
grt_max_degree = 71
gr-total-overflow = 0

[critical_path]
path_cells = "clkdlybuf4s50_1 > nor2b_4 > buf_12 > buf_12 > a22o_1 > nor3_1 > a31oi_1 > nand3_1 > clkdlybuf4s50_1"
path_max_fanout = 33
endpoint_kind = "primary output"
worstPathArrival_ns = 3.77
crit_slowest_cell = "clkdlybuf4s50_1"
required_ns = 4.08
slowest_delay_ns = 0.65
critical_path_class = "primary input to primary output"
critPathLaunchType = "primary input"

[finish]
seq_area_um2 = 30700
largest_reg_flops = 1024
drive_gt1_frac = 0.109
fillers = 7178
area_delta_synth_final_pct = 14.7
logic_area_um2 = 16800
reg_top3 = "register_file (1024)"
top_register = "register_file"

[place]
hpwlAfterDp_mm = 88.7
port_buffers = 112
routabilityCongestion = 0.881

[flow_run]
drv_cap = 0
warnings = 26

[run_status]
status = "finished, final reports clean"
synth_stat cells:
cell type / number
a21oi_1: 192
a22o_1: 128
a22oi_1: 192
a31oi_1: 64
and2_1: 2
buf_1: 1
buf_2: 70
buf_4: 47
buf_6: 45
clkbuf_1: 86
clkbuf_4: 4
edfxtp_1: 1024
mux2i_1: 1024
nand2_1: 195
nand2b_1: 4
nand3_1: 194
nand3b_1: 5
nor2_1: 35
nor2b_1: 4
nor3_1: 64
or2_2: 2
or3_1: 1
or3b_2: 3
cell type report:
| cell class | instances | share of cell area |
|---|---|---|
| Clock buffer | 130 | 0.0509 |
| Multi-Input combinational cell | 2109 | 0.300 |
| Tap cell | 1276 | 0.0285 |
| Sequential cell | 1024 | 0.549 |
| Clock inverter | 62 | 0.00954 |
| Timing Repair Buffer | 302 | 0.0620 |
metrics by stage:
stage	hold WS [ns]	std cells	utilization	area, um2	setup WS, ns
finish	1.15	4903	0.579	56000	0.309
CTS	1.12	4903	0.579	56000	0.336
floorplan	1.12	3386	-	48800	1.65
global route	1.16	4903	0.579	56000	0.228
global placement	1.84	4711	0.544	52600	0.378
detailed placement	1.85	4711	0.544	52600	0.340
power groups by stage:
stage,Sequential [uW],Clock [uW],Combinational [uW]
CTS,9410,7710,1820
global route,9410,8020,1940
finish,9410,7610,1830
cell families (layout without fill, tap and decap cells):
family                 Yosys count  in the layout  share of synthesized area
muxes                         1024           1024                      0.210
DFF                           1024           1024                      0.630
AOI/OAI and AO/OA              576            576                     0.0804
and+or+nand+nor                509            509                     0.0471
buffers and inverters          253            494                     0.0321
cells in the final DEF, fill, tap and decap left out, types with 21 or more instances in the layout:
master and n:
nor3_1 64, edfxtp_1 1024, mux2i_1 1024, a22o_1 128, nand3_1 194, clkdlybuf4s50_1 110, a22oi_1 192, clkinv_2 24
clkbuf_16 111, a31oi_1 64, nand2_1 193, a21oi_1 192, nor2_4 34, buf_4 117, buf_12 73, clkinv_1 21
worst max-delay path: cells and delay by family:
family                 cells  cell delay (ns)
buffers and inverters      4             1.52
and+or+nand+nor            3             0.70
AOI/OAI and AO/OA          2             0.48
how the worst max path moves through the flow:
stage / startpoint / slack (ns) / end / cells after the start
CTS: read_sel_1[2] / 0.34 / read_data_1[22] / 9
global route: read_sel_1[2] / 0.23 / read_data_1[22] / 9
finish: read_sel_1[2] / 0.31 / read_data_1[22] / 9
routing by layer:
metal,GRT usage,share of wire,up-vias
met1,0.453,0.35,15344
li1,-,-,13711
met3,0.231,0.16,381
met4,0.104,0.039,12
met5,0.0227,0.0012,-
met2,0.481,0.45,2032
Power is estimated from default activity; no workload was simulated.
