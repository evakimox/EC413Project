==> run.sh <==
#!/bin/bash
# OpenROAD 26Q1-2900-gdf79404cd8, Yosys 0.63+post, stock flow scripts
make -C /OpenROAD-flow-scripts/flow DESIGN_CONFIG=/design/flow/config.mk WORK_HOME=/design/flow/orfs finish
==> config.mk <==
export PLATFORM = sky130hd
export DESIGN_NAME = twomux32
export DESIGN_NICKNAME = twomux32
export VERILOG_FILES = /design/flow/design.v
export SDC_FILE = /design/flow/constraint.sdc
export NUM_CORES = 4
export LEC_CHECK = 1
export CORE_AREA = 10 10 71 71
export DIE_AREA = 0 0 81 81
==> constraint.sdc <==
current_design twomux32

set clk_period 1.0
set clk_io_pct 0.2

create_clock -name clk0 -period $clk_period

set non_clock_inputs [all_inputs -no_clocks]
set_input_delay [expr $clk_period * $clk_io_pct] -clock clk0 $non_clock_inputs
set_output_delay [expr $clk_period * $clk_io_pct] -clock clk0 [all_outputs]
==> design.v <==
`timescale 1ns / 1ps
module twomux32(In0,In1,Sel,Out);
input [31:0]In0,In1;
input Sel;
output [31:0]Out;
assign Out = (Sel==0)?In0:In1;
endmodule
==> metrics.json <==
{
  "drt_iter0_markers": {"value": 2},
  "critPathMostFrequentCell": {"value": "buf_12"},
  "timing.critical_path.cells": {"value": "buf_12 > buf_12 > buf_12 > mux2_4 > buf_6"},
  "total_power": {"value": 624, "unit": "uW"},
  "grt_util_all_layers": {"value": 7.79, "unit": "%"},
  "detailed_place_hpwl": {"value": 2.50, "unit": "mm"},
  "setup-violations-final": {"value": 32},
  "cell_internal_pwr": {"value": 487, "unit": "uW"},
  "irDropWorstVdd": {"value": 0.169, "unit": "mV"},
  "timing.final.crit_period": {"value": 1.18, "unit": "ns"},
  "finalInstanceArea": {"value": 1590, "unit": "um^2"},
  "detailedRoute.firstPassIterationCount": {"value": 2},
  "yosys_warnings": {"value": 0},
  "route.vias.total": {"value": 715},
  "critical-path-slowest-cell": {"value": "mux2_4"},
  "syn-instance-count": {"value": 36},
  "timing.critical_path.fanout_max": {"value": 6},
  "via_count_of_the_first_global_routing_pass": {"value": 764},
  "dieHeight": {"value": 81, "unit": "um"},
  "synthesis.area": {"value": 544, "unit": "um^2"},
  "cp.arrival": {"value": 0.98, "unit": "ns"},
  "num_antenna_cells": {"value": 0},
  "setup_tns": {"value": -3.30, "unit": "ns"},
  "gp_congestion": {"value": 0.832},
  "worst_hold_startpoint": {"value": "In1[29]"},
  "ys_cells": {"value": 36},
  "seqPwrFrac": {"value": 0, "unit": "%"},
  "ff_latch_area": {"value": 0, "unit": "um^2"},
  "min_path_cells": {"value": 3},
  "fill_cells": {"value": 357},
  "share_clk_of_total_power": {"value": 0, "unit": "%"},
  "critical_path.n_buffers_inverters": {"value": 4},
  "grt-ovfl-total": {"value": 0},
  "min_path_type": {"value": "in2out"},
  "top_cells_by_area": {"value": "mux2_4 83%, buf_12 11%, mux2_2 4.1%"},
  "routedWlPerCell": {"value": 15.4, "unit": "um"},
  "crit_path_max_incr_delay": {"value": 0.29, "unit": "ns"},
  "syn_to_final_growth": {"value": 192, "unit": "%"},
  "grt_start_max_net_pins": {"value": 11},
  "antenna_left": {"value": 0},
  "place_ws": {"value": -0.512, "unit": "ns"},
  "final_layout_top_logic_cell": {"value": "dlygate4sd2_1"},
  "critPathLaunchType": {"value": "input pin"},
  "power.density_cell_area": {"value": 392, "unit": "nW/um^2"},
  "layout.cells.most_common_list": {"value": "51 x dlygate4sd2_1, 31 x mux2_4, 23 x buf_6"},
  "path_class": {"value": "in2out"},
  "synth-area-yosys": {"value": 544, "unit": "um^2"},
  "final_layout_size_suffix_gt1_share": {"value": 54.0, "unit": "%"},
  "fp_util": {"value": 15.0, "unit": "%"},
  "ios": {"value": 97},
  "critical_path.top_delay_family": {"value": "buffers and inverters"},
  "slew_viol_final": {"value": 0},
  "via_per_inst": {"value": 3.82},
  "max-slew-margin-rel": {"value": 94.2, "unit": "%"},
  "postRouteWirelength": {"value": 2.88, "unit": "mm"},
  "outcome": {"value": "finished, violations left"},
  "reported_leakage_power": {"value": 0.872, "unit": "nW"},
  "grt_first_pass_wirelength": {"value": 4.14, "unit": "mm"},
  "drv.max_cap_violation_count": {"value": 0},
  "netsw": {"value": 137, "unit": "uW"},
  "sw_frac_of_total": {"value": 22.0, "unit": "%"},
  "synth_area_leader_cell": {"value": "mux2_4"},
  "combPwrFrac": {"value": 100.0, "unit": "%"},
  "grt_antenna_before_repair": {"value": 0},
  "grt_setup_unrepaired": {"value": "yes"},
  "port_buffers": {"value": 97},
  "crit_path_end_kind": {"value": "output port"},
  "n_clock_buffer": {"value": 0},
  "detail_route.drc_violations": {"value": 0},
  "yosysUniqueCellTypes": {"value": 4},
  "final_util": {"value": 43.8, "unit": "%"},
  "tightest_slew": {"value": 0.0870, "unit": "ns"},
  "placedInstanceArea": {"value": 1540, "unit": "um^2"},
  "worst_endpoint_required_time": {"value": 0.80, "unit": "ns"},
  "failed_checks": {"value": "negative setup slack"},
  "placement_rows": {"value": 22},
  "post_synth.cell_area_avg": {"value": 15.1, "unit": "um^2"},
  "floorplan.die_area": {"value": 6560, "unit": "um^2"},
  "postLayoutSetupSlackWorst": {"value": -0.179, "unit": "ns"},
  "nFlopsAndLatches": {"value": 0},
  "die_width": {"value": 81, "unit": "um"},
  "floorplan.core_area": {"value": 3630, "unit": "um^2"},
  "synthDominantCellAreaShare": {"value": 82.8, "unit": "%"},
  "seq_area_frac_synth": {"value": 0, "unit": "%"},
  "timing_hold_violations_final": {"value": 0},
  "timing.final.crit_share": {"value": 118, "unit": "%"},
  "stage_log_warnings": {"value": 34},
  "worst_hold_path.endpoint": {"value": "Out[29]"},
  "max_freq": {"value": 848, "unit": "MHz"}
}
[logic make-up after synthesis]
logic type | Yosys count | synth area share, %
multiplexers | 32 | 86.9
buffers and inverters | 4 | 13.1
[through the flow]
step,cells,hold slack [ns]
detailed placement,179,1.19
global route,187,0.717
global placement,179,1.17
finish,187,0.691
CTS,186,0.751
floorplan,36,0.498
[worst max path at each step]
stage	startpoint	endpoint	slack, ns	depth (start not counted)
4_1_cts	Sel	Out[4]	-0.18	5
5_1_grt	In1[31]	Out[31]	-0.20	3
6_report	Sel	Out[4]	-0.18	5
[routing by layer]
metal,track usage (%),up-vias,part of all wire (%)
met5,0,-,0
met4,0,0,0
met3,2.78,0,12
met2,14.3,50,50
met1,9.03,320,37
li1,-,345,-
[Yosys cell counts]
master,instances
mux2_4,30
buf_6,1
mux2_2,2
buf_12,3
[final cells by class]
class / count / area [um^2] / share of cell area, %
timing repair buffer: 107 / 1050 / 66.2
tap: 48 / 60.1 / 3.78
multi-input combinational: 32 / 477 / 30.0
[power by group through the flow]
stage     sequential (mW)  combinational (mW)  clock [mW]
4_1_cts                 0               0.614           0
5_1_grt                 0               0.666           0
6_report                0               0.624           0
[tightest hold or removal path, delay by kind of cell]
kind	cells	cell delay, ns
buffers and inverters	2	0.16
muxes	1	0.13
[timing repair]
action,in CTS,in global routing
setup endpoints to repair,32,32
buffers inserted,5,1
gates cloned,2,0
hold buffers,0,0
resized,171,10
