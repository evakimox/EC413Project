## ./run.sh

```bash
#!/bin/bash
# OpenROAD 26Q1-2900-gdf79404cd8, Yosys 0.63+post, stock flow scripts
make -C /OpenROAD-flow-scripts/flow DESIGN_CONFIG=/design/flow/config.mk WORK_HOME=/design/flow/orfs finish
```

## ./config.mk

```make
export PLATFORM = sky130hd
export DESIGN_NAME = DMem
export DESIGN_NICKNAME = DMem
export VERILOG_FILES = /design/flow/design.v
export SDC_FILE = /design/flow/constraint.sdc
export NUM_CORES = 4
export LEC_CHECK = 1
export CORE_UTILIZATION = 50
```

## ./constraint.sdc

```tcl
current_design DMem

set clk_period 4.4
set clk_io_pct 0.2

create_clock -name clk0 -period $clk_period [get_ports {Clk}]

set non_clock_inputs [all_inputs -no_clocks]
set_input_delay [expr $clk_period * $clk_io_pct] -clock clk0 $non_clock_inputs
set_output_delay [expr $clk_period * $clk_io_pct] -clock clk0 [all_outputs]
```

## ./design.v

```verilog
module DMem(WriteData,    
            MemData,      
            Address,      
            MemWrite,     
            Clk);         
parameter ADDRESS_WIDTH = 16;
parameter DATA_WIDTH = 32;
input [DATA_WIDTH-1:0]       WriteData;
input [ADDRESS_WIDTH-1:0]    Address;
input MemWrite;
input Clk;
output [DATA_WIDTH-1:0] MemData;
reg [DATA_WIDTH-1:0] mem_contents [ADDRESS_WIDTH-1:0];
integer i;
assign MemData= mem_contents[Address];
always @(posedge Clk)
begin
	if(MemWrite)
	begin
		mem_contents[Address]<= #5 WriteData;
	end
end
endmodule
```

==> summary.txt <==
The flow run is done. The synthesized design devotes to its leading area cell type about four fifths of total area. By area the synthesized netlist is led by edfxtp_1 (80%), mux4_2 (15%), a22oi_1 (2.5%), nand2_1 (0.64%), clkbuf_1 (0.53%). STA classifies the critical path startpoint as an input pin. Per the power-grid run, VDD falls by no more than 0.3223 mV. TritonCTS created 50 clock buffers. Count of distinct cell types in the synthesized netlist landed at 16. The worst setup path is captured at an output port. The clock passes through at most 3 buffers.

Number of flip-flops in the largest register landed at 512. Switching power as a share of total power landed at 19.68%. Combined global-route utilization of all metal layers landed at 23.98%.

Setup repair after global routing left no endpoint under its margin. After layout, the worst path uses 90.90% of the clock period. Die width landed at 198.1 um. Counting flops per register, the top entry is mem_contents.

The initial antenna violation count came to 0. Net switching component of the power landed at 1.956 mW. The root buffer cell chosen for the clock tree is clkbuf_16. After detailed routing, the number of remaining DRC violations is 0. Per the synth stats, the flop cell with the highest instance count is edfxtp_1. Final number of setup-violating endpoints landed at 0. For reference, the top cells by count after synthesis are edfxtp_1 (512), mux4_2 (128), a22oi_1 (64). Wire length per cell landed at 26.62 um.

In the final layout, the registers with the most flip-flops are mem_contents x512. Final weighted congestion in routability-driven placement landed at roughly 0.76. The final layout reports a setup TNS of 0 ps.

The first global-routing pass estimated 59240 um of wire. The run finished with clean final reports. For reference, the final report shows the max-slew violation count at 0.

Slew at the pin with the worst max-slew slack landed at 788.4 ps. According to the dpl log, the detail-placed design has an HPWL of between 20000 and 25000 um. From synthesis to final layout, the design area changed by 17.08%. Per the STA report, the cell with the highest stage delay on the worst path is clkdlybuf4s50_1.

Cell internal power dissipation landed at about 8.0 mW. Floorplan core area landed at 37760 um2. Number of instances resized during post-cts repair landed at 0. The flow reports that combinational logic draws ~5.5% of the design power. Flip-flop and latch count after synthesis landed at 512. Cell count after synthesis landed at just over 800. Looking at area per cell type in the netlist, the leader is edfxtp_1. The detailed router placed 8739 vias in this run.

The smallest clock period supported by the final layout is computed as around 4000 ps. Once placement finished, the instance area stood at ~21000 um2. Data on the critical path is required at its endpoint by 3520 ps. Number of hold buffers added after cts landed at 0. Violation tally from detailed-route iteration zero landed at 367. between 80 and 90 I/O pins were placed. Looking at the worst setup and hold paths, the clock pins of their registers show a slew of roughly 60 ps. The report shows a maximum critical-path fanout of 10.

The most common cell in the synthesized netlist is edfxtp_1. Share of synthesized area occupied by flip-flops and latches landed at 79.98%. Die height landed at 198.1 um. Fraction of synthesis flops using an asynchronous set or reset pin landed at 0%. Entering global routing, the biggest net connects 47 pins. Achievable frequency landed at ~250 MHz. Count of final hold-check violations landed at 0.

After synthesis, the mean cell area works out to 23.79 um2. For this design, the sink count on the clock tree is 512. The design draws 9.936 mW.

Chip area estimate from yosys synthesis landed at around 19000 um2. The synthesis report lists the Yosys warning total as 1. The number of global-route vias before repair is 10014. The min-delay analysis places its worst path in the category in -> reg.

Max-cap check violation count landed at 0. Aggregate routed wire length landed at just under 40000 um. The script computed a power per unit cell area of 441.5 nW/um2.

Per STA, the highest per-stage delay on the worst path measures 740 ps. At the placement stage, the worst setup path has a slack of 409.4 ps. Antenna diode count landed at 0. Among the stages of the critical path, the cell type that occurs most often is clkdlybuf4s50_1.

TritonCTS built the clock tree. Worst slew margin relative to its limit landed at 47.32%. The floorplan has 71 rows.

The power report attributes to the clock group a share of 39.2%. The power report attributes to the sequential group a share of 55.3%. Share of the core filled by cells before placement landed at between 50% and 60%. The tool warning count for the run is 37. Total global routing overflow landed at 0. The floorplan step defined a die boundary enclosing 39230 um2. In this run the critical path is formed by clkdlybuf4s50_1, nor2b_4, buf_4, a22oi_1, nand2_1, clkdlybuf4s50_1. According to the report, the first pass of detailed routing completed in 4 iterations. Fraction of final layout cells sized beyond drive strength 1 landed at approximately a quarter. According to the timing report, the arrival time at the worst endpoint equals ~3100 ps. Cell area after synthesis landed at 19220 um2. Count of library flops with an enable pin landed at 512. H-tree depth reported by CTS landed at 2.

The script logs the ratio of routed vias to standard cells as 5.929. Input and output buffers added on the ports amount to 69. The count of nets left with antenna violations once routing finished came out at 0. Per the Yosys statistics, synthesis produced 808 cells. Final setup slack of the worst path landed at approximately 400 ps.

Number of setup buffers added after CTS landed at 0. For this design the static power due to leakage is just over 7 nW. Core occupancy in the finished layout landed at 59.61%. The critical path in this run is classified as in -> out. After routing the design area is around 23000 um2.
-- kinds of logic after synthesis --
| kind of cell | count (synthesis) | synth area share [%] |
|---|---|---|
| multiplexers | 128 | 15.00 |
| AND/OR/NAND/NOR | 59 | 1.315 |
| flip-flops | 512 | 79.98 |
| buffers and inverters | 45 | 1.204 |
| AND-OR/OR-AND | 64 | 2.500 |
-- layout make-up --
| class | instances | area, um2 |
|---|---|---|
| multi-input cells | 251 | 3749 |
| clock inverters | 17 | 101.3 |
| flip-flops and latches | 512 | 15370 |
| fillers | 2566 | 15250 |
| repair buffers | 114 | 1255 |
| well taps | 511 | 639.4 |
| clock buffers | 69 | 1386 |
-- cells in the final DEF (no fill, tap or decap), types with 4 or more instances in the layout --
cell and count:
edfxtp_1 512, clkbuf_16 53, clkdlybuf4s50_1 67, a22oi_1 64, buf_4 28, clkinv_1 9, nor2_4 13, clkinv_2 6
clkbuf_1 16, mux4_2 128, nand2_1 33, nor3_2 4, buf_12 18
-- per-stage QoR --
stage / std cells / hold WS (ps)
after floorplan: 808 / 978.9
after global placement: 1388 / 1733
after detailed placement: 1388 / 1801
after CTS: 1474 / 1188
after global routing: 1474 / 1256
final: 1474 / 1206
-- layer usage --
metal,GRT usage (%),vias to the layer above,wire [um]
li1,-,3729,-
met4,3.991,2,794
met2,35.56,590,19540
met3,16.75,56,6041
met5,1.149,-,61
met1,32.21,4362,12790
-- worst max-delay path: cells and delay by family --
kind	cells	cell delay [ps]
AOI/OAI and AO/OA	1	140
buffers and inverters	3	1520
and+or+nand+nor	2	570
-- worst paths after layout --
path | startpoint | cells after the start | endpoint | slack [ps]
max | Address[3] | 6 | MemData[30] | 400
min | WriteData[21] | 1 | mem_contents[13][21] | 1210
-- power groups by stage --
stage,sequential (mW),combinational (mW),clock [mW]
finish,5.49,0.550,3.90
CTS,5.49,0.562,3.99
global route,5.50,0.601,4.18
Power figures rest on the tool's default switching activity, not on a simulated workload.
